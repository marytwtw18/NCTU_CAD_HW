==> flow/design.v <==
module ram16x8 (data_out, clk, w_mem, address, data_in);
input[3:0] address;
input[7:0] data_in;
input w_mem, clk;
output[7:0] data_out;
reg[7:0] ram_data[15:0];
reg[7:0] data_out;
always@(posedge clk)begin
	if (w_mem == 1'b0)
		data_out = ram_data[address];
	else if(w_mem == 1'b1)
		ram_data[address] = data_in;
	else
		data_out =8'hz;
end
endmodule
module cpu(out, in, clk, reset);
parameter DATA_IN=0, REG_C_O=1, ALU_OUT=2, MEM_OUT=3;
input[7:0] in;
input clk, reset;
output[7:0] out;
reg[7:0] reg_a, reg_b, reg_c, instr, write_data, out;
wire[7:0] in, mem_out, alu_out;
wire clk, reset;
wire [3:0] addr;
wire [1:0] sel;
wire ready, w_out, w_reg_a, w_reg_b, w_reg_c, w_mem;
always@(alu_out or in or mem_out or reg_c or sel)begin
	if (sel == DATA_IN)
		write_data = in;
	else if (sel == ALU_OUT)
		write_data = alu_out;
	else if (sel==MEM_OUT)
		write_data=mem_out; 
  else if(sel==REG_C_O)
 	  write_data=reg_c; 
  else
    write_data = write_data;
end   
always@(posedge clk)begin
	if(reset)begin
		instr = 0;
		reg_a = 0;
		reg_b = 0;
		reg_c = 0;
		out = 0;
	end
	else begin
	    instr = in;
		if(ready)begin
			if (w_reg_c)
				reg_c = write_data;
			else if (w_reg_a)
				reg_a = write_data;
			else if (w_reg_b)
				reg_b = write_data;
			else if(w_out)
				out = write_data;
      else
        out = 0;
		end
	end
end
ram16x8 r1(
	.data_out	(mem_out[7:0]),
	.address	(addr[3:0]),
	.data_in	(write_data[7:0]),
	.w_mem		(w_mem),
	.clk		(clk));
ALU a1(
	.alu_out	(alu_out[7:0]),
	.reg_a		(reg_a[7:0]),
	.reg_b		(reg_b[7:0]),
	.sel_fun	(instr[6:4]));
Control c1(
	.addr		(addr[3:0]),
	.sel		(sel[1:0]),
	.ready		(ready),
	.w_out		(w_out),
	.w_reg_a	(w_reg_a),
	.w_reg_b	(w_reg_b),
	.w_reg_c	(w_reg_c),
	.w_mem		(w_mem),
	.opcode		(instr[7:0]),
	.clk		(clk),
	.reset		(reset));
endmodule
module Control(opcode, clk, reset, addr, sel, ready,
		w_out, w_reg_a, w_reg_b, w_reg_c, w_mem) ;
parameter DATA_IN=0, REG_C_O=1, ALU_OUT=2, MEM_OUT=3;
parameter ST_0=0, ST_1=1, ST_2=2, ST_3=3;
input[7:0] opcode;
input clk, reset;
output[3:0] addr;
output[1:0] sel;
output ready, w_out, w_reg_a, w_reg_b, w_reg_c, w_mem;
reg[3:0] addr;
reg[1:0] sel;
reg ready, w_mem, w_out, w_reg_a, w_reg_b, w_reg_c;
reg[1:0] current_state, next_state;
always@(posedge clk)begin
	if (!reset)
		current_state = next_state;
	else
		current_state = ST_0;
	end
always@(current_state or opcode)begin
	case(current_state)
	ST_0:begin
		ready = 1;
		addr = opcode[3:0];
		case (opcode[7:4])
		4'b0000:begin
				w_out=0; w_reg_a=0; w_reg_b=0; w_reg_c=1; w_mem=0;
				sel=ALU_OUT; next_state=ST_0; 
				end
		4'b0001:begin
				w_out=0; w_reg_a=0; w_reg_b=0; w_reg_c=1; w_mem=0; 
				sel=ALU_OUT; next_state=ST_0;
				end
		4'b0010:begin
				w_out=0; w_reg_a=0; w_reg_b=0; w_reg_c=1; w_mem=0; 
				sel=ALU_OUT; next_state=ST_0;
				end
		4'b0011:begin
				w_out=0; w_reg_a=0; w_reg_b=0; w_reg_c=1; w_mem=0; 
				sel=ALU_OUT; next_state=ST_0;
				end
		4'b0100:begin
				w_out=0; w_reg_a=0; w_reg_b=0; w_reg_c=1; w_mem=0;
				sel=ALU_OUT; next_state=ST_0;
				end
		4'b0101:begin
				w_out=0; w_reg_a=0; w_reg_b=0; w_reg_c=1; w_mem=0;
				sel=ALU_OUT; next_state=ST_0;
				end
		4'b0110:begin
				w_out=0; w_reg_a=1; w_reg_b=0; w_reg_c=0; w_mem=0;
				sel=DATA_IN; next_state=ST_1;
				end
		4'b0111:begin
				w_out=0; w_reg_a=0; w_reg_b=1; w_reg_c=0; w_mem=0; 
				sel=DATA_IN; next_state=ST_1;  
				end
		4'b1000:begin
				w_out=0; w_reg_a=0; w_reg_b=0; w_reg_c=0; w_mem=1; 
				sel=DATA_IN; next_state=ST_1;
				end
		4'b1001:begin  
				w_out=0; w_reg_a=0; w_reg_b=0; w_reg_c=0; w_mem=1; 
				sel=REG_C_O; next_state=ST_0;  
				end
		4'b1010:begin  
				w_out=0; w_reg_a=0; w_reg_b=0; w_reg_c=0; w_mem=0; 
				sel=MEM_OUT; next_state=ST_2;  
				end
		4'b1011:begin  
				w_out=1; w_reg_a=0; w_reg_b=0; w_reg_c=0; w_mem=0;
				sel=REG_C_O; next_state=ST_0;  
				end
		4'b1100:begin  
				w_out=0; w_reg_a=0; w_reg_b=0; w_reg_c=0; w_mem=0; 
				sel=MEM_OUT; next_state=ST_3;   
				end
		4'b1101:begin  
				w_out=0; w_reg_a=1; w_reg_b=0; w_reg_c=0; w_mem=0;
				sel=REG_C_O; next_state=ST_0;
				end
		4'b1110:begin  
				w_out=0; w_reg_a=0; w_reg_b=1; w_reg_c=0; w_mem=0;
				sel=REG_C_O; next_state=ST_0;
				end
		default:begin
				w_out=0; w_reg_a=0; w_reg_b=0; w_reg_c=0; w_mem=0;
				sel=ALU_OUT; next_state=ST_0;
				end
		endcase
	end
	ST_1 : begin
			ready = 0; addr = 0;
			w_out = 0; w_reg_a = 0; w_reg_b = 0; w_reg_c = 0; w_mem = 0;
			sel = DATA_IN; next_state = ST_0;  
			end
	ST_2 : begin
			ready = 1; addr = 0;
			w_out = 0; w_reg_a = 0; w_reg_b = 0; w_reg_c = 1; w_mem = 0;
			sel = MEM_OUT; next_state = ST_0;  
			end
	ST_3 : begin
			ready = 1; addr = 0;
			w_out = 1; w_reg_a = 0; w_reg_b = 0; w_reg_c = 0; w_mem = 0;
			sel = MEM_OUT; next_state = ST_0;  
			end       
	endcase 
end
endmodule
module ALU(alu_out, reg_a, reg_b, sel_fun) ;
input[7:0]  reg_a, reg_b;
input[2:0] 	sel_fun;
output[7:0] alu_out;
reg[7:0] 	alu_out;
always@(reg_a or reg_b or sel_fun)begin
	case (sel_fun) 
	3'b000 : alu_out = reg_a + reg_b;  
	3'b001 : alu_out = reg_a - reg_b;  
	3'b010 : alu_out = reg_a + 1;
	3'b011 : alu_out = reg_a - 1;
	3'b100 : alu_out = reg_a + reg_b + 1;  
	3'b101 : alu_out = ~reg_a;  
	default: alu_out = 8'bx;
	endcase
end
endmodule
==> flow/run.sh <==
#!/bin/bash
# OpenROAD 26Q1-2900-gdf79404cd8, Yosys 0.63+post, stock flow scripts
make -C /OpenROAD-flow-scripts/flow DESIGN_CONFIG=/design/flow/config.mk WORK_HOME=/design/flow/orfs finish
==> flow/config.mk <==
export PLATFORM = sky130hd
export DESIGN_NAME = cpu
export DESIGN_NICKNAME = cpu
export VERILOG_FILES = /design/flow/design.v
export SDC_FILE = /design/flow/constraint.sdc
export NUM_CORES = 4
export LEC_CHECK = 1
export CORE_UTILIZATION = 50
==> flow/constraint.sdc <==
current_design cpu

set clk_period 4.8
set clk_io_pct 0.2

create_clock -name clk0 -period $clk_period [get_ports {clk}]

set non_clock_inputs [all_inputs -no_clocks]
set_input_delay [expr $clk_period * $clk_io_pct] -clock clk0 $non_clock_inputs
set_output_delay [expr $clk_period * $clk_io_pct] -clock clk0 [all_outputs]
==> results.txt <==
Figures from the flow reports.

Outcome:
- The flow ran to the end, and the final reports show no timing, DRC or antenna violations.

Routing:
- The run puts the number of iterations in the first detailed-routing pass at 5.
- The run gives the detail-routed net length per standard cell as just over 20 µm.
- The run puts the detailed router's first-iteration violation count at approximately 450.
- Per the detail_route report, vias per standard cell equal a little under 6.
- For this run, design rule violations remaining after detail routing come to 0.
- The run gives the post-route antenna net violation count as 0.
- The final route contains ~6000 vias.
- The run puts the total detailed-routing wirelength at approximately 21 mm.
- Per the detail_route report, inserted antenna diodes total 0.

Run:
- The tool warning count for the run is 29.
- The run gives the count of maximum capacitance violations as 0.

Yosys:
- The run gives the fraction of the mapped netlist area in simple logic gates as 12.93%.
- After synthesis, the mean cell area works out to around 11 µm².
- The run puts the flip-flop and latch count after synthesis at roughly 190.
- The run puts the multiplexer fraction of the synthesized cell area at under 10%.
- The post-synth count of flops with an enable pin is between 100 and 150.
- The run puts the netlist area before placement at 8630 µm².
- The run gives the largest area contributor in the synthesized netlist as sky130_fd_sc_hd__edfxtp_1.
- The run gives the number of different library cells in the post-synthesis netlist as around 67.
- By area the synthesized netlist is led by sky130_fd_sc_hd__edfxtp_1 47%, sky130_fd_sc_hd__dfxtp_1 12%, sky130_fd_sc_hd__a21oi_1 4.0%.
- After synthesis, the largest area contributor takes up between 40% and 50% of total cell area.
- The run gives the total cell area reported by yosys after synthesis as 8630 µm².
- The run puts the area fraction in xor and xnor cells at less than 1%.
- By area, the combinational part of the netlist is dominated by AND-OR/OR-AND gates.
- In the Yosys report the total cell count is around 770.
- In the post-synthesis netlist, the cell with the most instances is sky130_fd_sc_hd__edfxtp_1.
- The run puts the adder-cell share of the synthesized area at approximately 3.4%.
- The synthesis report lists the Yosys warning total as 5.
- The run gives the post-synthesis cell count as approximately 770.
- After synthesis, the most frequently instantiated cells are 136 x sky130_fd_sc_hd__edfxtp_1, 84 x sky130_fd_sc_hd__nor2_1, 76 x sky130_fd_sc_hd__nand2_1, 69 x sky130_fd_sc_hd__a21oi_1, 50 x sky130_fd_sc_hd__dfxtp_1.
- The run gives the proportion of register bits with asynchronous set or reset after synthesis as 0%.
- The run gives the flip-flop cell with the highest count after synthesis as sky130_fd_sc_hd__edfxtp_1.
- The run puts the complex-gate fraction of the synthesized area at between 10% and 20%.

Die:
- The run puts the number of rows created at floorplan at approximately 47.
- The run gives the overall die area as between 15000 and 20000 µm².
- The run puts the number of ports placed on the die boundary at 18.
- Per the OpenROAD floorplan log, the area of the core is 16700 µm².
- The run gives the horizontal die size as between 100 and 150 µm.
- The run gives the initial core utilization as about half.
- The run gives the vertical extent of the die as 133.4 µm.

Placement:
- The congestion estimate from routability-driven global placement came to between 0.9 and 1.
- The run puts the number of buffers inserted by port buffering at 17.
- The run gives the pre-CTS worst setup slack as roughly 0.29 ns.
- The run gives the cell area after placement as a little over 9000 µm².
- The run puts the cell count after placement at about 1000.
- The run puts the half-perimeter wire length after detailed placement at between 10 and 15 mm.

Final timing:
- The run puts the maximum clock rate at about 230 MHz.
- 8 endpoints have no timing constraint.
- The final timing report lists a max-slew violation count of 0.
- Setup repair after global routing left no endpoint under its margin.
- The pin closest to its max-slew limit shows a slew of between 0.9 and 1 ns.
- The run puts the setup clock skew after layout at between 0.009 and 0.01 ns.
- For reference, the final report shows the hold violation count at 0.
- The run gives the post-layout worst setup margin as ~0.38 ns.
- For the finished layout, the period the worst path requires is ~4.4 ns.
- The run gives the final setup violation count as 0.
- The run puts the part of the cycle the worst path needs at between 90% and 100%.
- The run gives the final total negative setup slack as 0 ns.
- Checking max transition, the worst relative margin is between 30% and 40%.
- The run gives the count of unclocked register or latch pins as 8.

Clock network:
- The run puts the clock-pin slew reported for the worst setup and hold paths after clock tree synthesis at about 0.070 ns.
- The run gives the CTS buffer count as 17.
- The clock tree synthesis step divided the H-tree into 4 levels.
- The run gives the clock latency on the worst-skew pair as between 0.4 and 0.5 ns.
- TritonCTS built the clock tree.
- CTS placed an instance of sky130_fd_sc_hd__clkbuf_16 at the clock tree root.
- Once the clock tree was built, the setup fixing pass inserted 0 buffers.
- The run puts the maximum buffer depth of the clock tree at 2.

Final layout:
- The run puts the area growth from synthesis to final layout at 12.83%.
- The run puts the number of inserted filler cells in the final layout at between 1000 and 1500.
- The run gives the sequential cell area as roughly 5200 µm².
- The run puts the final core utilization at between 50% and 60%.
- The post-route netlist has about a tenth of its cells at a drive strength greater than 1.
- The run puts the number of standard cells in the final layout excluding fillers at around 1000.
- In the final layout, the multi-input gates occupy approximately 3200 µm².
- After routing the design area is approximately 9700 µm².

Power and ir drop:
- The run puts the power per cell area at 366.3 nW/µm².
- The run gives the reported leakage power as between 3 and 4 nW.
- The run puts the worst ir drop on vdd at between 0.2 and 0.3 mV.

Global routing:
- The run puts the total routing resource utilization after global routing at 27.19%.
- The run gives the wire length of the first global-routing pass as between 30 and 40 mm.
- The run gives the number of global-route vias before repair as around 6000.
- The run gives the initial antenna violation count as 0.
- The run puts the final global-route overflow total at 0.
- The run puts the largest net degree at the start of global routing at roughly 47.

Worst setup path:
- The run puts the register-to-register path setup slack at approximately 0.38 ns.
- The run gives the endpoint arrival time on the critical path as ~4.7 ns.
- The critical path goes through nor2b_2 > o21ai_0 > o21a_1 > inv_1 > ha_1 > nor2b_1 > o31ai_1 > a2bb2oi_1 > xnor2_1 > a221oi_2 > nor3_1 > o31ai_2 > dlxtn_1 > buf_4.
- The run gives the required time at the endpoint of the critical path as a little over 5 ns.
- By startpoint and endpoint, the worst setup path is classified as register to register.
- The run gives the cell with the largest stage delay on the worst path as sky130_fd_sc_hd__dfxtp_1.
- Looking at the critical path, the highest net fanout was 21.
- The worst setup path is captured at a register.
- STA classifies the critical path startpoint as a register.
- The run gives the largest stage delay on the critical path as 0.83 ns.

Hold path:
- STA reports the tightest min-delay check as being of type register to register.
-- worst max-delay path, delay by kind of cell, from the launching register on --
| family | cells | cell delay [ns] |
|---|---|---|
| AND-OR/OR-AND | 6 | 1.36 |
| adder cells (fa/ha/maj) | 1 | 0.21 |
| AND/OR/NAND/NOR | 3 | 0.73 |
| latches | 1 | 0.65 |
| buffers and inverters | 2 | 0.29 |
| XOR/XNOR | 1 | 0.18 |
| flip-flops | 1 | 0.83 |
-- layout by cell type, fill, tap and decap left out, drive strengths merged, types with 8 or more instances in the layout --
cell type      count
dlxtn              8
conb               8
clkdlybuf4s50     17
ha                20
mux2i             28
inv               19
mux2              16
a21oi             69
nor2b             21
nand2b            11
o21ai             49
buf               25
o21a               8
dfxtp             50
nor2              84
nand2             76
a22oi             11
edfxtp           136
nand3             16
nor3              10
clkbuf            22
-- logic make-up (layout without fill, tap and decap cells) --
family	after synthesis	in the layout
xor gates and xnor gates	8	8
muxes	45	45
and+or+nand+nor	244	244
other	1	8
adders and majority gates	22	22
buffers and inverters	56	92
AOI/OAI and AO/OA	197	197
DFF	186	186
latches	8	8
-- state kept, by name, indices dropped and copies added (netlist names), named ones only --
| signal | cells |
|---|---|
| c1.current_state | 2 |
| instr | 7 |
| out | 8 |
| r1.data_out | 8 |
| r1.ram_data | 128 |
| reg_a | 8 |
| reg_b | 8 |
| reg_c | 8 |
| write_data | 8 |
-- power breakdown --
| part | total, mW | leakage (nW) | switching, mW | internal (mW) |
|---|---|---|---|---|
| Combinational | 0.327 | 1.48 | 0.205 | 0.122 |
| Clock | 1.39 | 0.271 | 0.570 | 0.822 |
| Sequential | 1.85 | 1.72 | 0.0572 | 1.79 |
| Total | 3.57 | 3.47 | 0.832 | 2.73 |
-- area by class of cell --
| cell class | instances | area share (%) |
|---|---|---|
| repair buffers | 42 | 3.675 |
| multi-input cells | 524 | 33.31 |
| well taps | 220 | 2.827 |
| flip-flops and latches | 194 | 53.47 |
| inverters | 18 | 0.6939 |
| clock inverters | 10 | 1.465 |
| clock buffers | 22 | 4.562 |
-- repair_timing --
item                                    CTS  global route
hold buffers                              0             0
resized                                   0             1
endpoints found under the setup margin    0             9
-- metal layers --
metal	up-vias	track usage [%]	part of all wire, %
met3	13	14.65	14
met1	2836	43.07	42
met4	0	1.894	0.73
met2	307	37.56	43
li1	2885	-	-
met5	-	0	0
-- worst paths after layout --
kind	startpoint	depth (start not counted)	endpoint
hold reg to reg	out[0]	2	out[0]
hold / removal	out[0]	2	out[0]
setup reg to reg	instr[4]	14	r1.ram_data[11][7]
setup / recovery	instr[4]	14	r1.ram_data[11][7]
-- stage by stage --
stage                     power (mW)  hold slack, ns
after floorplan                2.081          0.4174
after global placement         2.200          0.4405
after detailed placement       2.206          0.4437
after CTS                      3.585          0.4522
after global routing           3.692          0.4687
final                          3.567          0.4497
Power figures rest on the tool's default switching activity, not on a simulated workload.
